$ cat /design/flow/config.mk
export PLATFORM = sky130hd
export DESIGN_NAME = clkdiv
export DESIGN_NICKNAME = clkdiv
export VERILOG_FILES = /design/flow/design.v
export SDC_FILE = /design/flow/constraint.sdc
export NUM_CORES = 4
export LEC_CHECK = 1
export CORE_AREA = 10 10 78 78
export DIE_AREA = 0 0 88 88
$ cat /design/flow/run.sh
#!/bin/bash
# OpenROAD 26Q1-2900-gdf79404cd8, Yosys 0.63+post, stock flow scripts
make -C /OpenROAD-flow-scripts/flow DESIGN_CONFIG=/design/flow/config.mk WORK_HOME=/design/flow/orfs finish
$ cat /design/flow/design.v
`timescale 1ns / 1ps
module clkdiv(
    input clk_100,
    output clk_200,
    output clk1
    );
    assign clk1=clk_100;
    reg [15:0]count = 16'h0;
    reg clkres=1'b0;
    always @(posedge clk_100) begin
    if (count==16'hFA) begin
    count<=0;
    clkres<=~clkres;
    end
    else begin
    count<=count+1;
    end
    end
    assign clk_200=clkres;
endmodule
$ cat /design/flow/constraint.sdc
current_design clkdiv

set clk_period 2.4
set clk_io_pct 0.2

create_clock -name clk0 -period $clk_period [get_ports {clk_100}]

set non_clock_inputs [all_inputs -no_clocks]
set_input_delay [expr $clk_period * $clk_io_pct] -clock clk0 $non_clock_inputs
set_output_delay [expr $clk_period * $clk_io_pct] -clock clk0 [all_outputs]
==> changes_impl.md <==
### Physical design

- Dpl ws: 0.353 ns
- Reg clk slew, reported paths: 0.06 ns
- Power share of the sequential group: 44.1%
- Post-CTS Setup Bufs: 0
- Final Hold Fails: 0
- Largest net degree at the start of global routing: 11
- Yosys Warn Count: 1
- Mean cell area of the mapped netlist: 9.96 um^2
- Chip Area, Yosys: 727 um^2
- Slew Viols, Final: 0
- Detailed Routing Iterations Pass 1: 5
- Tool warnings: 27
- Setup TNS: 0 ns
- Max-cap violations: 0
- Final Cell Area: 892 um^2
- Layout cells sized above 1: 12.3%
- Vias in the first global route: 541
- Initial antenna violation count: 0
- Complex Gates by Area: 5.34%
- Slack of the critical path: 0.103 ns
- Adder and majority cell fraction of the synthesized area: 3.44%
- Register area share after synthesis: 48.2%
- Mapped Cells: 73
- Post-synthesis xor/xnor area fraction: 13.3%
- Slew Limit Headroom: 68.5%
- Sw Pwr: 0.113 mW
- Chip Area: 7740 um^2
- Via density: 3.99
- RSZ-0062 raised after global routing: no
- Critical Path Source Type: clock port
- CP Data Required Time: 1.92 ns
- Hold_ws: 0.462 ns
- Flip-flops with a built-in enable: 1
- Rows: 24
- Status: complete, no violations
- Synth async-reset ratio: 0%
- Mapped cell area: 727 um^2
- First-pass GRT wire length: 2.33 mm
- Flops out of synthesis: 17
- Highest-count logic cell in the final layout: dfxtp_1
- Gr ovfl total: 0
- WP data arrival: 1.82 ns
- Post-route ant nets: 0
- Syn-to-layout area delta: 22.7%
- Hold-fix buffers, CTS: 0
- DP Cell Count: 126
- Pwr/cell area: 723 nW/um^2
- Yosys cell count: 73
- Min-Delay Path Class: flip-flop to flip-flop
- Drt drc: 0
- IO Count: 3
- N_diodes: 0
- Switching Fraction: 17.5%
- DR vias: 531
- WS Path Type: clock port to primary output
- Internal power: 0.532 mW
- DR WL/cell: 9.69 um
- Core ar.: 4410 um^2
- Clk ins delay skew pair: 0.35 ns
- Gr usage total: 3.67%
- Die height: 88 um
- Leak Pwr: 0.368 nW
- Fin cells: 133
- CTS tree: yes
- Fp util: 16.5%
- Iter 0 DRT Violations: 51
- Tightest Pin Transition: 0.472 ns
- Die Width: 88 um
- Peak VDD IR: 0.000275 V
- Endpoints failing setup: 0
- Mux cell area share: 0%
- Worst-path maximum fanout: 2
- Part of the power in the clock network: 55.9%
- Top_reg_cell synth: dfxtp_1
- Largest logic family: simple AND/OR/NAND/NOR gates
- Wirelength, routed: 1.29 mm
- Top logic cells by instance count in the layout: dfxtp_1 (16), xor2_1 (8), nor2_1 (6), clkbuf_8 (6), nand3_1 (5)
- Pwr Total: 0.645 mW
- Finished Core Util: 20.2%
- PortBufs: 2
- Critical Path End Type: primary output
- Worst Skew: 0.00451 ns
- Simple-Gate Area Share: 26.7%
- Placer Congestion: 0.759
- Distinct lib cells used: 22
- Post-cts resize count: 0
- Placed inst area: 805 um^2
- Comb pwr share: 0%
- DP HPWL: 881 um
-- sequential cells by signal (all words and copies together), names as in the netlist --
signal / flops
clkres: 1
count: 16
-- cells in the mapped netlist (2+ instances only) --
cell	n	area [um^2]
or3_1	2	12.5
nand2_1	4	15.0
xnor2_1	3	26.3
dfxtp_1	16	320
o21ai_0	2	10.0
a21oi_1	2	10.0
nor4_1	4	25.0
nand3_1	5	25.0
inv_1	4	15.0
nor2_1	6	22.5
nand4_1	3	18.8
nor3_1	4	20.0
ha_1	2	25.0
xor2_1	8	70.1
-- metal layers --
layer  global-route usage, %  vias up  routed length [um]
met2                    5.29       11                 554
met5                       0        -                   0
met4                    1.30        0                  23
met3                    2.15        3                  85
li1                        -      279                   -
met1                    4.45      238                 625
-- critical path, stage by stage --
cell and delay, ns:
clkbuf_8 0.11, clkbuf_8 0.12, clkdlybuf4s50_1 0.39
-- cells by family (layout without fill, tap and decap cells) --
logic type	after synthesis	count (layout)
flops	17	17
xor+xnor	11	11
simple gates	32	32
fa+ha+maj	2	2
buf+inv	5	13
compound gates	6	6
-- power groups by stage --
stage	logic (mW)	registers, mW	clock network, mW
6_report	0.000000176	0.284	0.361
4_1_cts	0.000000176	0.284	0.373
5_1_grt	0.000000176	0.284	0.391
-- path summary, 6_finish.rpt --
kind / start / endpoint / slack, ns / depth (start not counted)
min: count[15] / count[15] / 0.46 / 1
max reg2reg: count[0] / clkres / 0.55 / 4
min reg2reg: count[15] / count[15] / 0.46 / 1
max: clk_100 / clk1 / 0.10 / 3
-- cell type report --
type / instances / area, um^2
fillers: 458 / 3520
multi-input cells: 51 / 354
flip-flops and latches: 17 / 350
clock buffers: 7 / 92.6
well taps: 52 / 65.1
inverters: 4 / 15.0
repair buffers: 1 / 10.0
clock inverters: 1 / 5.00
Power is estimated from default activity; no workload was simulated.
